===== /design/flow/config.mk =====
export PLATFORM = sky130hd
export DESIGN_NAME = output_write
export DESIGN_NICKNAME = output_write
export VERILOG_FILES = /design/flow/design.v
export SDC_FILE = /design/flow/constraint.sdc
export NUM_CORES = 4
export LEC_CHECK = 1
export CORE_UTILIZATION = 30

===== /design/flow/run.sh =====
#!/bin/bash
# OpenROAD 26Q1-2900-gdf79404cd8, Yosys 0.63+post, stock flow scripts
make -C /OpenROAD-flow-scripts/flow DESIGN_CONFIG=/design/flow/config.mk WORK_HOME=/design/flow/orfs finish

===== /design/flow/design.v =====
`timescale 1ns / 1ps
module output_write#(
	parameter DATA_WIDTH_I = 8,
	parameter DATA_WIDTH_O = 64,
	parameter ADDR_WIDTH   = 13
)(
	input wire 					    clk,
	input wire 					    rst,
	input wire 					    start,
	input wire [2:0]			    layer,
	output reg						write_done,
	input wire						en_in,
	input wire [DATA_WIDTH_I-1:0]	din_b0, din_b1, 
	output reg						en_wr,
	output reg [ADDR_WIDTH-1:0]		addr_wr,
	output reg [DATA_WIDTH_O-1:0]	dout_b0, dout_b1
);
	localparam InputReuseTimes = 3;	 
	localparam PingPong  = 1'b0,
			   FourParts = 1'b1; 
	localparam AddrOffsetLy1 = 360; 
	localparam BaseAddrPart0 = 0,
			   BaseAddrPart1 = 1024,
			   BaseAddrPart2 = 2048,
			   BaseAddrPart3 = 3072,
			   BaseAddrPart4 = 4096,
			   BaseAddrPart5 = 5120,
			   BaseAddrPart6 = 6144,
			   BaseAddrPart7 = 7168;
	parameter IDLE 	 = 3'b001,
              CONFIG = 3'b010,
			  WORK   = 3'b100;
	reg [2:0]	state_c;
	reg [2:0]	layer_reg;
	reg [6:0]						WIDTH_OUT;
	reg [6:0]						HEIGHT_OUT;
	reg [7:0]						LOOP_DEEP;
	reg [1:0]						TransferTimes;
	reg	[2:0]						cnt_stage;
	reg [6:0]						cnt_width;
	reg [1:0]   					cnt_reuse;
	reg [6:0]						cnt_height;
	reg [7:0]						cnt_loop_deep;
	reg [1:0]   					cnt_trans_times;
	wire							add_cnt_width, end_cnt_width;
	wire        					add_cnt_reuse, end_cnt_reuse;
	wire							add_cnt_height, end_cnt_height;
	wire							add_cnt_loop_deep, end_cnt_loop_deep;	
	wire        					add_cnt_trans_times, end_cnt_trans_times;
	reg 							end_cnt_width_d1;
	reg [1:0]						add_cnt_loop_deep_reg;
	reg 							en_in_d1;
	reg								pingpong;
	reg [ADDR_WIDTH-1:0]			base_addr;
	reg [ADDR_WIDTH-2:0]			addr_offset;
	(* keep = "true" *)
	reg  rst_d1;
	always@(posedge clk)begin
		if(rst)begin
			rst_d1 <= 1'b1;
		end
		else begin
			rst_d1 <= 1'b0;
		end
	end
	always@(posedge clk)begin
		if(rst_d1)begin
			write_done <= 1'b0;
		end
		else if(end_cnt_height)begin
			write_done <= 1'b1;
		end
		else begin
			write_done <= 1'b0;
		end
	end
	always@(posedge clk)begin
		if(rst_d1)begin
			state_c <= IDLE;
		end
		else begin
			case(state_c)
				IDLE: begin
					if(start)begin
						state_c <= CONFIG;
					end
					else begin
						state_c <= IDLE;
					end
				end
				CONFIG: begin
					state_c <= WORK;
				end
				WORK: begin
					if(end_cnt_trans_times)begin
						state_c <= IDLE;
					end
					else begin
						state_c <= WORK;
					end
				end
				default: state_c <= IDLE;
			endcase
		end
	end
	always@(posedge clk)begin
		if(rst_d1)begin
			layer_reg <= 'd0;
		end
		else if(start&&(state_c==IDLE))begin
			layer_reg <= layer;
		end
	end
	always@(posedge clk)begin
		if(rst_d1)begin
			WIDTH_OUT <= 7'd0;
		end
		else if(state_c==CONFIG)begin
			case(layer_reg)
				3'd1: WIDTH_OUT <= 7'd119; 
				3'd2: WIDTH_OUT <= 7'd59;
				3'd3: WIDTH_OUT <= 7'd29;
				3'd4: WIDTH_OUT <= 7'd14; 
				default: WIDTH_OUT <= 7'd0;
			endcase
		end
	end
	always@(posedge clk)begin 
		if(rst_d1)begin
			HEIGHT_OUT <= 7'd0;
		end
		else begin
			HEIGHT_OUT <= 7'd5;
		end
	end
	always@(posedge clk)begin
		if(rst_d1)begin
			LOOP_DEEP <= 8'd0;
		end
		else if(state_c==CONFIG)begin
			LOOP_DEEP <= 8'd6;  
		end
	end
	always@(posedge clk)begin
		if(rst_d1)begin
			TransferTimes <= 'd0;
		end
		else if(state_c==CONFIG)begin
			TransferTimes <= 'd3;
		end
	end
	always@(posedge clk)begin
		if(rst_d1)begin
			pingpong <= 1'b0;
		end
		else if(state_c==IDLE)begin
			pingpong <= 1'b0;
		end
		else if(add_cnt_loop_deep)begin
			pingpong <= ~pingpong;
		end
	end
	always@(posedge clk)begin
		if(rst_d1)begin
			en_in_d1 <= 1'b0;
		end
		else begin
			en_in_d1 <= en_in;
		end
	end
	always@(posedge clk)begin
		if(rst_d1)begin
			cnt_stage <= 'd0;
		end
		else if(en_in_d1)begin
			cnt_stage <= cnt_stage + 1'b1;
		end
	end
	always@(posedge clk)begin
		if(rst_d1)begin
			 addr_offset <= 'd0;
		end
		else if(state_c==IDLE||add_cnt_loop_deep)begin
			addr_offset <= 'd0;
		end
		else if((cnt_reuse==(InputReuseTimes-1))&&add_cnt_reuse)begin
			addr_offset <= addr_offset + WIDTH_OUT;
		end
	end
	always@(posedge clk)begin
		if(rst_d1)begin
			base_addr <= 'd0;
		end
		else if(add_cnt_loop_deep_reg[0])begin
			case(pingpong)
				1'b0: base_addr <= BaseAddrPart0;
				1'b1: base_addr <= BaseAddrPart4;
				default: base_addr <= 'd0;
			endcase
		end
		else if(end_cnt_width)begin
			case(pingpong)
				1'b0: begin
					case(cnt_reuse)
						2'd0: base_addr <= BaseAddrPart1 + addr_offset;
						2'd1: base_addr <= BaseAddrPart2 + addr_offset;
						2'd2: base_addr <= BaseAddrPart3 + addr_offset;
						2'd3: base_addr <= BaseAddrPart0 + addr_offset;
						default: base_addr <= 'd0;
					endcase
				end
				1'b1: begin
					case(cnt_reuse)
						2'd0: base_addr <= BaseAddrPart5 + addr_offset;
						2'd1: base_addr <= BaseAddrPart6 + addr_offset;
						2'd2: base_addr <= BaseAddrPart7 + addr_offset;
						2'd3: base_addr <= BaseAddrPart4 + addr_offset;
						default: base_addr <= 'd0;
					endcase
				end
				default: base_addr <= 'd0;
			endcase
		end
	end
	always@(posedge clk)begin
		if(rst_d1)begin
			addr_wr <= 'd0;
		end
		else if((state_c==CONFIG)||end_cnt_width_d1||add_cnt_loop_deep_reg[1])begin
			addr_wr <= base_addr;
		end
		else if(en_wr)begin
			addr_wr <= addr_wr + 1'b1;
		end
	end
	always@(posedge clk)begin
		if(rst_d1)begin
			en_wr <= 1'b0;
		end
		else if(cnt_stage==3'd6)begin
			en_wr <= 1'b1;
		end
		else begin
			en_wr <= 1'b0;
		end
	end
	always@(posedge clk)begin
		if(rst_d1)begin
			dout_b0 <= 'd0;
		end
		else if(en_in)begin
			dout_b0 <= {din_b0, dout_b0[63:8]};
		end
	end
	always@(posedge clk)begin
		if(rst_d1)begin
			dout_b1 <= 'd0;
		end
		else if(en_in)begin
			dout_b1 <= {din_b1, dout_b1[63:8]};
		end
	end
	always@(posedge clk)begin
		if(rst_d1)begin
			cnt_width <= 'd0;
		end
		else begin
			if(end_cnt_width)begin
				cnt_width <= 'd0;
			end
			else if(add_cnt_width)begin
				cnt_width <= cnt_width + 1'b1;
			end
		end
	end
	assign add_cnt_width = (cnt_stage==3'd7);
	assign end_cnt_width = (cnt_width==(WIDTH_OUT-1))&&add_cnt_width;
	always@(posedge clk)begin
		end_cnt_width_d1 <= end_cnt_width;
	end
	always@(posedge clk)begin
		if(rst_d1)begin
			cnt_reuse <= 'd0;
		end
		else begin
			if(end_cnt_reuse)begin
				cnt_reuse <= 'd0;
			end
			else if(add_cnt_reuse)begin
				cnt_reuse <= cnt_reuse + 1'b1;
			end
		end
	end
	assign add_cnt_reuse = end_cnt_width;
	assign end_cnt_reuse = (cnt_reuse==InputReuseTimes)&&add_cnt_reuse;
	always@(posedge clk)begin
		if(rst_d1)begin
			cnt_height <= 'd0;
		end
		else begin
			if(end_cnt_height)begin
				cnt_height <= 'd0;
			end
			else if(add_cnt_height)begin
				cnt_height <= cnt_height + 1'b1;
			end
		end
	end
	assign add_cnt_height = end_cnt_reuse;
	assign end_cnt_height = (cnt_height==HEIGHT_OUT)&&add_cnt_height;
	always@(posedge clk)begin
		if(rst_d1)begin
			cnt_loop_deep <= 'd0;
		end
		else begin
			if(end_cnt_loop_deep)begin
				cnt_loop_deep <= 'd0;
			end
			else if(add_cnt_loop_deep)begin
				cnt_loop_deep <= cnt_loop_deep + 1'b1;
			end
		end
	end
	assign add_cnt_loop_deep = end_cnt_height;
	assign end_cnt_loop_deep = (cnt_loop_deep==LOOP_DEEP)&&add_cnt_loop_deep;
	always@(posedge clk)begin
		if(rst_d1)begin
			add_cnt_loop_deep_reg <= 'd0;
		end
		else begin
			add_cnt_loop_deep_reg <= {add_cnt_loop_deep_reg[0], add_cnt_loop_deep};
		end
	end
	always@(posedge clk)begin
		if(rst_d1)begin
			cnt_trans_times <= 'd0;
		end
		else begin
			if(end_cnt_trans_times)begin
				cnt_trans_times <= 'd0;
			end
			else if(add_cnt_trans_times)begin
				cnt_trans_times <= cnt_trans_times + 1'b1;
			end
		end
	end
	assign add_cnt_trans_times = end_cnt_loop_deep;
	assign end_cnt_trans_times = (cnt_trans_times==TransferTimes)&&add_cnt_trans_times;
endmodule

===== /design/flow/constraint.sdc =====
current_design output_write

set clk_period 7.6
set clk_io_pct 0.2

create_clock -name clk0 -period $clk_period [get_ports {clk}]

set non_clock_inputs [all_inputs -no_clocks]
set_input_delay [expr $clk_period * $clk_io_pct] -clock clk0 $non_clock_inputs
set_output_delay [expr $clk_period * $clk_io_pct] -clock clk0 [all_outputs]

==> flow_metrics.env <==
# source this file to load flow results
export IMPL_fin_crit_ns=3.237
export IMPL_cts_hold_buf=0
export IMPL_num_vias=6753
export IMPL_yosysWarnings=1
export IMPL_tool_warnings=28
export IMPL_hold_violations=0
export IMPL_num_rows=62
export IMPL_synth_distinct_cells=60
export IMPL_first_pass_iters=4
export IMPL_ys_cells=926
export IMPL_boundaryPins=166
export IMPL_largest_registers="dout_b0 (64), dout_b1 (64)"
export IMPL_ys_ff=216
export IMPL_drv_slew=0
export IMPL_fillCellCount=2776
export IMPL_top_area_share_pct=48.68
export IMPL_wl_per_cell_um=13.92
export IMPL_ys_chip_area_um2=8884
export IMPL_worst_setup_path_end_kind="flip-flop"
export IMPL_core_um2=28940
export IMPL_avgSynthCellArea_um2=9.593
export IMPL_drive_gt1_share_pct=5.510
export IMPL_synth_edff_count=0
export IMPL_fin_util_pct=40.38
export IMPL_cap_violations=0
export IMPL_drt_total_wl_mm=20.51
export IMPL_total_power_mw=2.528
export IMPL_clk_latency_ns=0.52
export IMPL_diodes=0
export IMPL_maxSlewHeadroom_pct=40.84
export IMPL_fin_skew_ns=0.01385
export IMPL_async_flop_share_pct=0
export IMPL_grt_max_degree=64
export IMPL_syn_area_um2=8884
export IMPL_fin_crit_sh_pct=42.60
export IMPL_detail_route_antenna_nets=0
export IMPL_via_per_inst=4.585
export IMPL_top_area_cell="dfxtp_1"
export IMPL_gp_congestion=0.7842
export IMPL_rsz0062_at_grt="false"
export IMPL_fmax_mhz=308.9
export IMPL_fp_utilization_pct=30.70
export IMPL_grt_pass1_vias=6379
export IMPL_fp_dieH_um=174.1
export IMPL_drt_iter0_drc=272
export IMPL_netlist_instances=926
export IMPL_p_leak_nw=4.533
export IMPL_postSynthSeqShare_pct=48.68
export IMPL_die_w_um=174.1
export IMPL_area_leaders="dfxtp_1 49%, mux2i_1 16%, nor2_1 7.9%, ha_1 2.5%, xnor2_1 2.5%"
export IMPL_vdd_ir_drop_max_mv=0.1699
export IMPL_worst_path_max_fanout=29
export IMPL_cts_tree="yes"
export IMPL_grt_overflow=0
export IMPL_status="finished, final reports clean"
export IMPL_tightestPinTransition_ns=0.8864
export IMPL_cts_resized=0
export IMPL_numCtsBuffers=25
export IMPL_dp_hpwl_mm=13.30
export IMPL_path_class="flip-flop to flip-flop"
export IMPL_route_detailed_drc=0
export IMPL_grtUsageTotal_pct=13.67
export IMPL_cts_sinks=216
export IMPL_power_density_nw_per_um2=216.4
export IMPL_clk_pin_slew_ns=0.06
export IMPL_grt_pass1_wl_mm=33.38
export IMPL_cts_root_buf="clkbuf_16"
export IMPL_htreeDepth=1
export IMPL_combGateArea_um2=4277
export IMPL_tns_ns=0
export IMPL_ff_type="dfxtp_1"
export IMPL_area_sequential_um2=4328
export IMPL_dieArea_um2=30300
export IMPL_startpoint_type="flip-flop"
export IMPL_area_delta_synth_final_pct=31.52
export IMPL_post_cts_buffers=0
export IMPL_hold_path_class="flip-flop to flip-flop"
export IMPL_setup_violations=0
export IMPL_clock_path_buffers=3
export IMPL_worstPathRequired_ns=7.98
export IMPL_arrival_ns=3.61
export IMPL_numPortBuffers=165
export IMPL_antenna_found_initial=0
cell type report:
cell class | instances | share of cell area [%]
timing repair buffer | 172 | 14.60
inverter | 16 | 0.5140
sequential | 216 | 37.04
tap | 384 | 4.112
multi-input combinational | 641 | 36.60
clock inverter | 6 | 0.8353
clock buffer | 38 | 6.297
power breakdown:
group	switching, mW	internal (mW)
clock	0.465	0.736
combinational	0.0692	0.0769
sequential	0.0275	1.15
total	0.562	1.97
worst paths after layout:
| check | end | slack [ns] | cells past startpoint | startpoint |
|---|---|---|---|---|
| worst max-delay path | cnt_reuse[0] | 4.36 | 9 | WIDTH_OUT[4] |
| worst min-delay path | base_addr[11] | 0.45 | 2 | base_addr[11] |
| worst max register to register | cnt_reuse[0] | 4.36 | 9 | WIDTH_OUT[4] |
| worst min register to register | base_addr[11] | 0.45 | 2 | base_addr[11] |
layout by cell type, fill, tap and decap left out, types with 3 or more instances in the layout:
cell type	synthesis	routed
nor2_1	187	187
a211oi_1	16	16
and3_1	13	13
nand2_1	52	52
clkbuf_1	29	8
nor4_1	14	14
o21ai_0	6	6
ha_1	18	18
nand4_1	12	12
nor3_1	18	17
xor2_1	17	17
buf_4	4	7
o21a_1	3	3
clkbuf_16	0	26
clkdlybuf4s50_1	0	164
nand3_1	17	17
and4_1	3	3
inv_1	16	16
dfxtp_1	216	215
mux2i_1	139	139
o21ba_2	4	4
nor2b_1	3	3
a21oi_1	35	35
o31ai_1	5	5
or3_1	5	5
xnor2_1	25	25
clkbuf_8	0	4
nand2b_1	6	6
cells in the mapped netlist, types with 3 or more instances:
cell type / count
nand2b_1: 6
nand3_1: 17
mux2i_1: 139
xor2_1: 17
o31ai_1: 5
a21oi_1: 35
and3_1: 13
buf_1: 14
xnor2_1: 25
nand4_1: 12
inv_1: 16
nor3_1: 18
nor2b_1: 3
clkbuf_1: 29
or3_1: 5
ha_1: 18
nor4_1: 14
and4_1: 3
a211oi_1: 16
o21ai_0: 6
nor2_1: 187
dfxtp_1: 216
buf_4: 4
o21a_1: 3
o21ba_2: 4
buf_2: 5
nand2_1: 52
through the flow:
stage | setup WS (ns) | instance area, um2 | hold WS, ns | std cells
6_report | 4.363 | 11680 | 0.4531 | 1473
3_3_place_gp | 4.319 | 10850 | 0.4456 | 1429
5_1_grt | 3.966 | 11680 | 0.4747 | 1473
4_1_cts | 4.311 | 11680 | 0.4565 | 1473
3_5_place_dp | 4.291 | 10850 | 0.4482 | 1429
2_1_floorplan | 4.670 | 8884 | 0.4306 | 926
cells by family (layout without fill, tap and decap cells):
family	count (synthesis)	after routing	share of synthesized area, %
AOI/OAI and AO/OA	94	94	7.479
xor gates and xnor gates	42	42	4.141
adders and majority gates	20	20	2.986
buffers and inverters	69	232	3.239
DFF	216	216	48.68
muxes	139	139	15.66
and+or+nand+nor	346	346	17.82
routing by layer:
metal / routed length, um / global-route usage, % / vias to the layer above
met3: 2175 / 5.860 / 22
met4: 316 / 2.010 / 0
met5: 0 / 0 / -
li1: - / - / 3501
met2: 8329 / 19.68 / 166
met1: 9689 / 19.79 / 3064
critical path, cell delays in order (launching register included):
cell,delay [ns]
dfxtp_1,0.57
inv_1,0.08
ha_1,0.27
xnor2_1,0.14
a21oi_1,0.19
a32o_1,0.20
nand3_2,0.43
inv_1,0.85
mux2i_1,0.28
nor2_1,0.05
Power is estimated from default activity; no workload was simulated.
