File: ./run.sh
#!/bin/bash
# OpenROAD 26Q1-2900-gdf79404cd8, Yosys 0.63+post, stock flow scripts
make -C /OpenROAD-flow-scripts/flow DESIGN_CONFIG=/design/flow/config.mk WORK_HOME=/design/flow/orfs finish
File: ./config.mk
export PLATFORM = sky130hd
export DESIGN_NAME = dma_config
export DESIGN_NICKNAME = dma_config
export VERILOG_FILES = /design/flow/design.v
export SDC_FILE = /design/flow/constraint.sdc
export NUM_CORES = 4
export LEC_CHECK = 1
export CORE_UTILIZATION = 40
File: ./constraint.sdc
current_design dma_config

set clk_period 5.2
set clk_io_pct 0.2

create_clock -name clk0 -period $clk_period [get_ports {M_AXI_ACLK}]

set non_clock_inputs [all_inputs -no_clocks]
set_input_delay [expr $clk_period * $clk_io_pct] -clock clk0 $non_clock_inputs
set_output_delay [expr $clk_period * $clk_io_pct] -clock clk0 [all_outputs]
File: ./design.v
module dma_config#(
	parameter integer M_AXI_ADDR_WIDTH = 32,	 
	parameter integer M_AXI_DATA_WIDTH = 32  	 
)(
	(* X_INTERFACE_INFO = "xilinx.com:signal:clock:1.0 M_AXI_ACLK CLK" *)
	(* X_INTERFACE_PARAMETER = "ASSOCIATED_BUSIF M_AXI, ASSOCIATED_RESET M_AXI_ARESET" *)
	input  wire   							M_AXI_ACLK,
	(* X_INTERFACE_INFO = "xilinx.com:signal:reset:1.0 M_AXI_ARESET RST" *)
	(* X_INTERFACE_PARAMETER = "POLARITY ACTIVE_HIGH" *)
	input  wire   							M_AXI_ARESET,
    input  wire   							START,
    output reg   							FINISH,
	input  wire  [M_AXI_ADDR_WIDTH-1:0] 	DMA_REG_BASE,
	input  wire  [M_AXI_ADDR_WIDTH-1:0] 	DMA_BUFFER_BASE,
	input  wire  [1:0] 						DIRECTION,		 
    input  wire  [M_AXI_DATA_WIDTH-1:0] 	TRANSFER_LEN,
	output wire  [M_AXI_ADDR_WIDTH-1:0] 	M_AXI_AWADDR,
	output wire  [2:0] 						M_AXI_AWPROT,
	output wire  							M_AXI_AWVALID,
	input  wire  							M_AXI_AWREADY,
	output wire  [M_AXI_DATA_WIDTH-1:0]   	M_AXI_WDATA,
	output wire  [M_AXI_DATA_WIDTH/8-1:0] 	M_AXI_WSTRB, 
	output wire  							M_AXI_WVALID,
	input  wire  							M_AXI_WREADY,
	input  wire  [1:0] 						M_AXI_BRESP, 
	input  wire  							M_AXI_BVALID,
	output wire  							M_AXI_BREADY,
	output wire  [M_AXI_ADDR_WIDTH-1:0] 	M_AXI_ARADDR,
	output wire  [2:0] 						M_AXI_ARPROT,
	output wire  							M_AXI_ARVALID,
	input  wire  							M_AXI_ARREADY,
	input  wire  [M_AXI_DATA_WIDTH-1:0] 	M_AXI_RDATA,
	input  wire  [1:0] 						M_AXI_RRESP,
	input  wire  							M_AXI_RVALID,
	output wire  							M_AXI_RREADY
);
	localparam MM2S_DMACR_OFFSET  = 32'h00;           
	localparam S2MM_DMACR_OFFSET  = 32'h30;           
	localparam MM2S_SA_OFFSET     = 32'h18;           
	localparam S2MM_DA_OFFSET     = 32'h48;           
	localparam MM2S_LENGTH_OFFSET = 32'h28;           
	localparam S2MM_LENGTH_OFFSET = 32'h58;           
	localparam MM2S_DMASR_OFFSET  = 32'h04;           
	localparam S2MM_DMASR_OFFSET  = 32'h34;           
	localparam DMA_START_SET      = 32'h0000_0001;    
	localparam DMA_INTR_SET       = 32'h0000_1001;    
	localparam DMA_INTR_CLR       = 32'h0000_1000;    
	localparam IDLE 	= 5'b0_0001,
			   INIT 	= 5'b0_0010,
			   CONFIG 	= 5'b0_0100,
		       TRANSMIT = 5'b0_1000,
			   RESPONSE = 5'b1_0000;
	reg [4:0] state_c, state_n;
	wire trans2resp,resp2idle,resp2config;
	reg  						axi_awvalid;                    
	reg  						axi_wvalid;  	                
	reg  						axi_bready;					    
	reg [M_AXI_ADDR_WIDTH-1:0] 	axi_awaddr;	 
	reg [M_AXI_DATA_WIDTH-1:0] 	axi_wdata;	 
	reg [M_AXI_ADDR_WIDTH-1:0] 	DMA_REG_BASE_REG;
	reg [M_AXI_DATA_WIDTH-1:0] 	TRANSFER_LEN_REG;
	reg [M_AXI_ADDR_WIDTH-1:0] 	DMA_BUFFER_BASE_REG;
	reg [1:0] 					DIRECTION_REG;
	reg [1:0]					cnt_stage;	 
	reg [1:0] 					wr_trans_done;
	assign M_AXI_AWADDR	 = axi_awaddr;
	assign M_AXI_WDATA	 = axi_wdata;
	assign M_AXI_AWPROT	 = 3'b000;
	assign M_AXI_AWVALID = axi_awvalid;
	assign M_AXI_WVALID	 = axi_wvalid;
	assign M_AXI_WSTRB	 = 4'b1111;		 
	assign M_AXI_BREADY	 = axi_bready;
	assign M_AXI_ARADDR  = 'd0; 
    assign M_AXI_ARVALID = 'd0;
	assign M_AXI_ARPROT	 = 3'b001;
	assign M_AXI_RREADY  = 'd0;
	(* keep = "true" *)
	reg    rst_d1;
	always@(posedge M_AXI_ACLK)begin
		if(M_AXI_ARESET)begin
			rst_d1 <= 1'b1;
		end
		else begin
			rst_d1 <= 1'b0;
		end
	end
	always@(posedge M_AXI_ACLK)begin
		if(M_AXI_ARESET)begin
			state_c <= IDLE;
		end
		else begin
			state_c <= state_n; 
		end
	end
	always@(*)begin
		case(state_c)
			IDLE: begin
				if(START)begin
					state_n = INIT;
				end
				else begin
					state_n = IDLE;
				end
			end
			INIT: begin
				state_n = CONFIG;
			end
			CONFIG: begin
				state_n = TRANSMIT;
			end
			TRANSMIT: begin
				if(trans2resp)begin
					state_n = RESPONSE;
				end
				else begin
					state_n = TRANSMIT;
				end
			end
			RESPONSE: begin
				if(resp2idle)begin
					state_n = IDLE;
				end
				else if(resp2config)begin
					state_n = CONFIG;
				end
				else begin
					state_n = RESPONSE;	
				end
			end
			default: state_n = IDLE;
		endcase
	end
	assign trans2resp	= wr_trans_done[0]&&wr_trans_done[1];
	assign resp2idle    = (axi_bready&&M_AXI_BVALID)&&(cnt_stage==2'b10);
	assign resp2config  = axi_bready&&M_AXI_BVALID;
	always@(posedge M_AXI_ACLK)begin
		if(M_AXI_ARESET)begin
			FINISH <= 1'b0;
		end
		else if(resp2idle)begin
			FINISH <= 1'b1;
		end
		else begin
			FINISH <= 1'b0;
		end
	end
	always@(posedge M_AXI_ACLK)begin
		if(M_AXI_ARESET)begin
			DIRECTION_REG <= 'd0;
		end
		else if(state_c == INIT)begin
			DIRECTION_REG <= DIRECTION;
		end
	end
	always@(posedge M_AXI_ACLK)begin
		if(M_AXI_ARESET)begin
			DMA_REG_BASE_REG <= 'd0;
		end
		else if(state_c == INIT)begin
			DMA_REG_BASE_REG <= DMA_REG_BASE;
		end
	end
	always@(posedge M_AXI_ACLK)begin
		if(M_AXI_ARESET)begin
			DMA_BUFFER_BASE_REG <= 'd0;
		end
		else if(state_c == INIT)begin
			DMA_BUFFER_BASE_REG <= DMA_BUFFER_BASE;
		end
	end
	always@(posedge M_AXI_ACLK)begin
		if(M_AXI_ARESET)begin
			TRANSFER_LEN_REG <= 'd0;
		end
		else if(state_c == INIT)begin
			TRANSFER_LEN_REG <= TRANSFER_LEN;
		end
	end
	always@(posedge M_AXI_ACLK)begin
		if(M_AXI_ARESET)begin
			cnt_stage <= 'd0;
		end
		else if(axi_bready&&M_AXI_BVALID)begin
			if(cnt_stage==2'd2)begin
				cnt_stage <= 'd0;
			end
			else begin
			    cnt_stage <= cnt_stage + 1'b1;
			end
		end
	end
    always@(posedge M_AXI_ACLK)begin
		if(M_AXI_ARESET)begin
			axi_awaddr <= 'd0;
		end
		else if(state_c==CONFIG)begin
			case(cnt_stage)
				2'd0: begin
					if(DIRECTION_REG==2'b01)begin
						axi_awaddr <= DMA_REG_BASE_REG + S2MM_DMACR_OFFSET;
					end
					else begin
						axi_awaddr <= DMA_REG_BASE_REG + MM2S_DMACR_OFFSET;
					end
				end
				2'd1: begin
					if(DIRECTION_REG==2'b01)begin
						axi_awaddr <= DMA_REG_BASE_REG + S2MM_DA_OFFSET;
					end
					else begin
						axi_awaddr <= DMA_REG_BASE_REG + MM2S_SA_OFFSET;
					end
				end
				2'd2: begin
					if(DIRECTION_REG==2'b01)begin
						axi_awaddr <= DMA_REG_BASE_REG + S2MM_LENGTH_OFFSET;
					end
					else begin
						axi_awaddr <= DMA_REG_BASE_REG + MM2S_LENGTH_OFFSET;
					end
				end
				default: axi_awaddr <= 'd0;
			endcase
		end
	end
	always@(posedge M_AXI_ACLK)begin
		if(M_AXI_ARESET)begin
			axi_wdata <= 'd0;
		end
		else if(state_c==CONFIG)begin
			case(cnt_stage)
				2'd0: begin
					axi_wdata <= DMA_START_SET;
				end
				2'd1:begin
					axi_wdata <= DMA_BUFFER_BASE_REG;
				end
				2'd2:begin
					axi_wdata <= TRANSFER_LEN_REG;
				end
				default: axi_wdata <= 'd0;
			endcase
		end
	end
	always@(posedge M_AXI_ACLK)begin    
		if(M_AXI_ARESET)begin
			wr_trans_done[0] <= 1'b0;
		end
		else if(wr_trans_done==2'b11)begin
			wr_trans_done[0] <= 1'b0;
		end
		else if(axi_awvalid&&M_AXI_AWREADY)begin
			wr_trans_done[0] <= 1'b1;
		end
	end
	always@(posedge M_AXI_ACLK)begin    
		if(M_AXI_ARESET)begin
			wr_trans_done[1] <= 1'b0;
		end
		else if(wr_trans_done==2'b11)begin
			wr_trans_done[1] <= 1'b0;
		end
		else if(axi_wvalid&&M_AXI_WREADY)begin
			wr_trans_done[1] <= 1'b1;
		end
	end
	always@(posedge M_AXI_ACLK)begin
		if(M_AXI_ARESET)begin
			axi_awvalid <= 1'b0;
		end
		else if((state_c==TRANSMIT)&&(~wr_trans_done[0]))begin
			if(axi_awvalid&&M_AXI_AWREADY)begin
				axi_awvalid <= 1'b0;
			end
			else begin
				axi_awvalid <= 1'b1;
			end
		end
	end
	always@(posedge M_AXI_ACLK)begin
		if(M_AXI_ARESET)begin
			axi_wvalid <= 1'b0;
		end
		else if((state_c==TRANSMIT)&&(~wr_trans_done[1]))begin
			if(axi_wvalid&&M_AXI_WREADY)begin
				axi_wvalid <= 1'b0;
			end
			else begin
				axi_wvalid <= 1'b1;
			end
		end
	end
	always@(posedge M_AXI_ACLK)begin
		if(M_AXI_ARESET)begin
			axi_bready <= 1'b0;
		end
		else if(state_c==RESPONSE)begin
			if(axi_bready&&M_AXI_BVALID)begin
				axi_bready <= 1'b0;
			end
			else begin
				axi_bready <= 1'b1;
			end
		end
	end
endmodule
==> run summary <==
run metrics: worst min-delay path category=reg2reg, Critical Path Source=cnt_stage[0], CTS tree=done, CP endpoint kind=flip-flop, Final Cell Area=10570 um^2, P per Cell Area=277.4 nW/um^2, cells on worst reg2reg path=9, dpl hpwl=14.56 mm, worst r2r src=cnt_stage[0], peak supply drop=0.0002047 V, CP Launch Type=flip-flop, CTS buffer count=17, CTS H-tree depth=4, setup TNS=0 ns, DP Area=9976 um^2, Log Warnings=67, Worst Path Buf+Inv=1, CP delay by family, top=AND-OR/OR-AND gates, power share of the combinational group=0.076, Die W=145.7 um, CP Data Required Time=5.55 ns, max incr delay on CP=0.72 ns, power share of the sequential group=0.485, cts repair resizes=0, fin crit period=3.157 ns, RSZ-0062 raised after global routing=no, final hold viol count=0, worst path arrival time=3.51 ns, FF-to-FF End=axi_awaddr[24], critical path peak fanout=11, Rel. slew slack=0.3967, final global-route overflow total=0, final tally of setup violations=0, Synth Cell Area=8257 um^2, Worst path depth=9, initial antenna violation count=2, Iter 0 DRT Violations=501, Worst R2R Setup Slack=2.04 ns, post-DR vias/cell=5.110, Final Cycle Share=0.6071, WL/cell=16.37 um, Pins Over Slew Limit=0, num ports=254, Buffers on Ports=171, post-CTS setup buffer count=0, First-pass DRT Iterations=5, Avg Synthesized Cell Area=8.802 um^2, Net Sw Power=0.7353 mW, Fin Clk Skew=0.009616 ns, share of post-route cells with drive strength above 1=0.05801, clk root buf=clkbuf_16, row cnt=52, max cap viols=0, largest net degree at the start of global routing=69, chip area=21220 um^2, final wirelength=22.22 mm, Sw Share=0.2508, power share of the clock group=0.439, Least-Margin Pin Slew=0.9050 ns, Clock Latency Late Sink=0.42 ns, Worst-path clk slew=0.07 ns, CP dominant cell by count=ha_1, Hold Slack=0.4521 ns, Power Internal=2.197 mW, DRC=0, maximum clock insertion buffer count=2, Cells after Synth=938, run status=completed, crit path kind=reg2reg, GPL Wtd Cong=0.9177, Clock Sinks=175, CP Cell Sequence=inv_1, ha_1, ha_1, ha_1, a211o_1, a21oi_1, o21ai_0, a31o_2, a31oi_1, area growth from synthesis to layout=28.02%, Pleak=3.887 nW, Worst path slowest cell=a21oi_1, vias in the first global route=6611, crit path capture=axi_awaddr[24], via count=6934, fp util=0.4081, CTS Hold Buffers Added=0, antenna-violating nets left=0, Die Y=145.7 um, Yosys Warn Count=1, fmax=316.7 MHz, all-layer global routing usage=0.2157, area of the core=20230 um^2, fillcell total=1896, global-route wire length before repair=35.77 mm
## worst min-delay path by stage
stage / start / to / slack (ns) / cells past startpoint
4_1_cts: axi_awaddr[28] / axi_awaddr[28] / 0.46 / 2
6_report: axi_awaddr[28] / axi_awaddr[28] / 0.45 / 2
5_1_grt: axi_awaddr[28] / axi_awaddr[28] / 0.48 / 2
## state kept, by name (all words and copies together) (netlist names)
register,flops
DIRECTION_REG,2
DMA_BUFFER_BASE_REG,32
DMA_REG_BASE_REG,32
FINISH,1
TRANSFER_LEN_REG,32
axi_awaddr,32
axi_awvalid,1
axi_bready,1
axi_wdata,32
axi_wvalid,1
cnt_stage,2
state_c,5
wr_trans_done,2
## power groups by stage
stage	Clock, mW	Sequential [mW]	Combinational (mW)
after CTS	1.32	1.42	0.227
after global routing	1.38	1.43	0.247
final	1.29	1.42	0.224
## per-stage QoR
| stage | setup slack [ns] | power (mW) | instances | utilization |
|---|---|---|---|---|
| after floorplan | 2.624 | 1.579 | 980 | - |
| after global placement | 2.108 | 1.677 | 1324 | 0.4930 |
| after detailed placement | 2.149 | 1.679 | 1324 | 0.4930 |
| after CTS | 2.089 | 2.967 | 1356 | 0.5223 |
| after global routing | 1.822 | 3.053 | 1356 | 0.5223 |
| final | 2.043 | 2.932 | 1357 | 0.5224 |
## cell usage in the layout (no fill, tap or decap), drive strengths merged, types with 5 or more instances in the layout
| cell type | instances |
|---|---|
| a21oi | 56 |
| buf | 13 |
| nor2b | 43 |
| nand2b | 5 |
| nor3 | 8 |
| conb | 44 |
| nand4 | 14 |
| and3 | 5 |
| o22ai | 5 |
| ha | 10 |
| o21ai | 20 |
| mux2i | 102 |
| nand3 | 23 |
| o31ai | 6 |
| nor2 | 158 |
| o211ai | 5 |
| nand2 | 50 |
| a221o | 6 |
| inv | 23 |
| dfxtp | 175 |
| clkbuf | 17 |
| and2 | 6 |
| and4 | 5 |
| or4 | 5 |
| clkdlybuf4s50 | 170 |
| a22o | 36 |
## layer usage
layer  GRT usage  wire length, um  up-vias
li1            -                -     3489
met1      0.3128             9860     3200
met2      0.3278            10030      227
met3     0.07360             2077       16
met4     0.02789              231        2
met5           0               13        -
## tightest hold or removal path: stages, from the launching register on
cell     delay, ns
dfxtp_1       0.33
nand2_1       0.04
o21ai_0       0.05
## cell type report
| cell class | count | area (um^2) | share of cell area |
|---|---|---|---|
| clock inverters | 15 | 166.4 | 0.01574 |
| well taps | 270 | 337.8 | 0.03196 |
| flip-flops and latches | 175 | 3508 | 0.3319 |
| repair buffers | 183 | 1799 | 0.1702 |
| inverters | 14 | 52.55 | 0.004972 |
| multi-input cells | 682 | 4278 | 0.4047 |
| clock buffers | 17 | 425.4 | 0.04025 |
| diodes | 1 | 2.502 | 0.0002367 |
Power and IR drop assume default switching activity.
