--- /design/flow/design.v ---
`timescale 1ns / 1ps
module data_in_write#(
	parameter   DATA_WIDTH = 64
)(
	input wire 						clk,
	input wire 						rst,
	input wire 						start,
	input wire [2:0]				layer,
	input wire [7:0]				row_deep,
	input wire [5:0]				block_deep,
	input wire [4:0]				loop_deep,
	input wire [9:0]				tile_deep,
	output reg 						oneslice_done,    
    input  wire         			S_AXIS_TVALID,
	output wire          			S_AXIS_TREADY,
	input  wire[DATA_WIDTH-1: 0]	S_AXIS_TDATA,
	input  wire						S_AXIS_TLAST,
	output wire [5:0]				en_wr,
	output wire [8:0]				addr_wr,
	output wire [DATA_WIDTH-1: 0]	data_wr
);
	localparam MidAddressBram	= 256;
	localparam AddrOffsetLayer1 = 256,  
			   AddrOffsetLayer2 = 128,  
			   AddrOffsetLayer3 = 64,   
			   AddrOffsetLayer4 = 32;   
	localparam OneChannelBramNum = 5;  
	localparam IDLE		= 3'b001,
			   CONFIG	= 3'b010,
			   RUN  	= 3'b100;  
	reg [2:0] state_c, state_n;
	wire run2idle;
	reg [2:0] 				layer_reg;
	reg						pingpong;  
	reg [7:0]				ROW_DEEP_MAX;
	reg [7:0]				TILE_DEEP_MAX;
	reg [5:0]				BLOCK_DEEP_MAX;
	reg [4:0]				LOOP_DEEP_MAX;
	reg [7:0]				ADDR_OFFSET;
	reg [DATA_WIDTH- 1: 0] 	data_in;
	reg [8:0]				base_addr;
	wire					add_base_addr, end_base_addr;
	reg [2:0]				cnt_stage;
	wire 					add_cnt_stage, end_cnt_stage;
	reg 					add_cnt_stage_reg;
	reg [7:0]				cnt_row_deep;
	reg [5:0]				cnt_slice_deep;  
	reg [7:0]				cnt_tile_deep;
	reg [5:0]				cnt_block_deep;
	reg [4:0]				cnt_loop_deep;
	wire					add_cnt_row_deep, end_cnt_row_deep;
	wire					add_cnt_slice_deep, end_cnt_slice_deep;
	wire					add_cnt_tile_deep, end_cnt_tile_deep;
	wire					add_cnt_block_deep, end_cnt_block_deep;
	wire					add_cnt_loop_deep, end_cnt_loop_deep;
	reg 					s_axis_tready;     
	reg [1:0] 				s_axis_tlast_delay;  
	reg [5:0]				en_out; 	 
	reg [8:0]				addr_out; 	 
	assign S_AXIS_TREADY 	= s_axis_tready;
	assign en_wr			= en_out;
	assign addr_wr			= addr_out;
	assign data_wr			= data_in;
	(* keep = "true" *)
	reg   rst_d1;
	always@(posedge clk)begin
		if(rst)begin
			rst_d1 <= 1'b1;
		end
		else begin
			rst_d1 <= 1'b0;
		end
	end
	always@(posedge clk)begin
		if(rst_d1)begin
			oneslice_done <= 1'b0;
		end
		else if(s_axis_tlast_delay[0])begin
			oneslice_done <= 1'b1;
		end
		else begin
			oneslice_done <= 1'b0;
		end
	end
	always@(posedge clk)begin
		if(rst_d1)begin
			state_c <= IDLE;
		end
		else begin
			state_c <= state_n;
		end
	end
	always@(*)begin
		case(state_c)
			IDLE: begin
				if(start)begin
					state_n = CONFIG;
				end
				else begin
					state_n = IDLE;
				end
			end
			CONFIG: begin
				state_n = RUN;
			end
			RUN: begin
				if(run2idle)begin
					state_n = IDLE;
				end
				else begin
					state_n = RUN;
				end
			end
			default: state_n = IDLE;
		endcase
	end
	assign run2idle	= end_cnt_loop_deep;
	always@(posedge clk)begin
		if(rst_d1)begin
			layer_reg <= 'd0;
		end
		else if(start&&(state_c == IDLE))begin
			layer_reg <= layer;
		end
	end
	always@(posedge clk)begin
		if(rst_d1)begin
			ROW_DEEP_MAX 	<= 'd0;
			BLOCK_DEEP_MAX 	<= 'd0;
			LOOP_DEEP_MAX 	<= 'd0;
			TILE_DEEP_MAX 	<= 'd0;
		end
		else if(state_c == CONFIG)begin
			ROW_DEEP_MAX 	 <= row_deep;
			BLOCK_DEEP_MAX 	 <= block_deep 	- 1'b1;
			LOOP_DEEP_MAX 	 <= loop_deep	- 1'b1;
			TILE_DEEP_MAX 	 <= tile_deep;
		end
	end
	always@(posedge clk)begin
		if(rst_d1)begin
			ADDR_OFFSET <= 8'd0;
		end
		else if(state_c == CONFIG)begin
			case(layer_reg)
				3'd1: ADDR_OFFSET <= AddrOffsetLayer1;
				3'd2: ADDR_OFFSET <= AddrOffsetLayer2;
				3'd3: ADDR_OFFSET <= AddrOffsetLayer3;
				3'd4: ADDR_OFFSET <= AddrOffsetLayer4;
				default: ADDR_OFFSET <= 8'd0;
			endcase
		end
	end
	always@(posedge clk)begin
		if(rst_d1)begin
			s_axis_tready <= 1'b0;
		end
		else if(end_cnt_loop_deep)begin
			s_axis_tready <= 1'b0;
		end
		else if(state_c == RUN)begin
			if((S_AXIS_TLAST&&S_AXIS_TVALID)||end_cnt_row_deep)begin
				s_axis_tready <= 1'b0;
			end
			else begin
				s_axis_tready <= 1'b1;
			end
		end
		else begin
			s_axis_tready <= 1'b0;
		end
	end
	always@(posedge clk)begin
		if(rst_d1)begin
			s_axis_tlast_delay[0] <= 1'b0;
		end
		else if(S_AXIS_TLAST&&s_axis_tready&&S_AXIS_TVALID)begin
			s_axis_tlast_delay[0] <= 1'b1;
		end
		else begin
			s_axis_tlast_delay[0] <= 1'b0;
		end	
	end
	always@(posedge clk)begin
		s_axis_tlast_delay[1] <= s_axis_tlast_delay[0];
	end
	always@(posedge clk)begin
		if(rst_d1)begin
			addr_out <= 9'd0;
		end
		else if(state_c == RUN)begin
			if(add_cnt_stage_reg||s_axis_tlast_delay[1])begin
				addr_out <= base_addr;
			end
			else if(en_out)begin
				addr_out <= addr_out + 1'b1;
			end
		end
		else begin
			addr_out <= 9'd0;
		end
	end
	always@(posedge clk)begin
		if(rst_d1)begin
			en_out <= 6'd0;
		end
		else if((state_c==RUN)&&s_axis_tready&&S_AXIS_TVALID)begin
			case(cnt_stage)
				3'd0: en_out <= 6'b00_0001;
				3'd1: en_out <= 6'b00_0010;
				3'd2: en_out <= 6'b00_0100;
				3'd3: en_out <= 6'b00_1000;
				3'd4: en_out <= 6'b01_0000;
				3'd5: en_out <= 6'b10_0000;
				default: en_out <= 6'd0;
			endcase
		end
		else begin
			en_out <= 6'd0;
		end
	end
	always@(posedge clk)begin
		if(rst_d1)begin
			data_in <= 64'd0;
		end
		else if(s_axis_tready&&S_AXIS_TVALID)begin
			data_in <= S_AXIS_TDATA;
		end
	end
	always@(posedge clk)begin
		if(rst_d1)begin
			pingpong <= 1'b0;
		end
		else if(state_c==IDLE)begin
			pingpong <= 1'b0;
		end
		else if(S_AXIS_TLAST&&s_axis_tready&&S_AXIS_TVALID)begin
			pingpong <= ~pingpong;
		end
	end
	always@(posedge clk)begin
		if(rst_d1)begin
			base_addr <= 9'd0;
		end
		else if(state_c == RUN)begin
			if(end_base_addr)begin
				case(pingpong)
					1'b0: base_addr <= 9'd0;
					1'b1: base_addr <= MidAddressBram;
					default: base_addr <= 9'd0;
				endcase
			end
			else if(add_base_addr)begin
				base_addr <= base_addr + ADDR_OFFSET;
			end
		end
		else begin
			base_addr <= 9'd0;
		end
	end
	assign add_base_addr = (cnt_stage==(OneChannelBramNum))&&add_cnt_stage;
	assign end_base_addr = s_axis_tlast_delay[0];
	always@(posedge clk)begin
		if(rst_d1)begin
			cnt_stage <= 3'd0;
		end
		else begin
			if(end_cnt_stage)begin
				cnt_stage <= 3'd0;
			end
			else if(add_cnt_stage)begin
				cnt_stage <= cnt_stage + 1'b1;
			end
		end
	end
	assign add_cnt_stage = end_cnt_row_deep;
	assign end_cnt_stage = ((cnt_stage==OneChannelBramNum)&&add_cnt_stage)||s_axis_tlast_delay[0];
	always@(posedge clk)begin
		if(rst_d1)begin
			add_cnt_stage_reg <= 1'd0;
		end
		else if(add_cnt_stage)begin
			add_cnt_stage_reg <= 1'd1;
		end
		else begin
			add_cnt_stage_reg <= 1'd0;
		end
	end
	always@(posedge clk)begin
		if(rst_d1)begin
			cnt_row_deep <= 8'd0;
		end
		else if(state_c == RUN)begin
			if(end_cnt_row_deep)begin
				cnt_row_deep <= 8'd0;
			end
			else if(add_cnt_row_deep)begin
				cnt_row_deep <= cnt_row_deep + 1'b1;
			end
		end
	end
	assign add_cnt_row_deep = S_AXIS_TREADY&&S_AXIS_TVALID;
	assign end_cnt_row_deep = (cnt_row_deep==ROW_DEEP_MAX)&&add_cnt_row_deep;
	always@(posedge clk)begin
		if(rst_d1)begin
			cnt_tile_deep <= 8'd0;
		end
		else if(state_c == RUN)begin
			if(end_cnt_tile_deep)begin
				cnt_tile_deep <= 8'd0;
			end
			else if(add_cnt_tile_deep)begin
				cnt_tile_deep <= cnt_tile_deep + 1'b1;
			end
		end
	end
	assign add_cnt_tile_deep = s_axis_tlast_delay[0];
	assign end_cnt_tile_deep = (cnt_tile_deep==TILE_DEEP_MAX)&&add_cnt_tile_deep;
	always@(posedge clk)begin
		if(rst_d1)begin
			cnt_block_deep <= 8'd0;
		end
		else if(state_c == RUN)begin
			if(end_cnt_block_deep)begin
				cnt_block_deep <= 8'd0;
			end
			else if(add_cnt_block_deep)begin
				cnt_block_deep <= cnt_block_deep + 1'b1;
			end
		end
	end
	assign add_cnt_block_deep = end_cnt_tile_deep;
	assign end_cnt_block_deep = (cnt_block_deep==BLOCK_DEEP_MAX)&&add_cnt_block_deep;
	always@(posedge clk)begin
		if(rst_d1)begin
			cnt_loop_deep <= 8'd0;
		end
		else if(state_c == RUN)begin
			if(end_cnt_loop_deep)begin
				cnt_loop_deep <= 8'd0;
			end
			else if(add_cnt_loop_deep)begin
				cnt_loop_deep <= cnt_loop_deep + 1'b1;
			end
		end
	end
	assign add_cnt_loop_deep = end_cnt_block_deep;
	assign end_cnt_loop_deep = (cnt_loop_deep==LOOP_DEEP_MAX)&&add_cnt_loop_deep;
endmodule
--- /design/flow/run.sh ---
#!/bin/bash
# OpenROAD 26Q1-2900-gdf79404cd8, Yosys 0.63+post, stock flow scripts
make -C /OpenROAD-flow-scripts/flow DESIGN_CONFIG=/design/flow/config.mk WORK_HOME=/design/flow/orfs finish
--- /design/flow/config.mk ---
export PLATFORM = sky130hd
export DESIGN_NAME = data_in_write
export DESIGN_NICKNAME = data_in_write
export VERILOG_FILES = /design/flow/design.v
export SDC_FILE = /design/flow/constraint.sdc
export NUM_CORES = 4
export LEC_CHECK = 1
export CORE_UTILIZATION = 40
--- /design/flow/constraint.sdc ---
current_design data_in_write

set clk_period 6.8
set clk_io_pct 0.2

create_clock -name clk0 -period $clk_period [get_ports {clk}]

set non_clock_inputs [all_inputs -no_clocks]
set_input_delay [expr $clk_period * $clk_io_pct] -clock clk0 $non_clock_inputs
set_output_delay [expr $clk_period * $clk_io_pct] -clock clk0 [all_outputs]
==> results_dict.tcl <==
# flow metrics
set metrics [dict create \
    status "finished, final reports clean" \
    worstPathMaxFanout 15 \
    dp_slack_ns 3.30 \
    die_height_um 128 \
    p_leak_nw 3.25 \
    grt_pass1_wl_um 24600 \
    fmax_mhz 329 \
    top_cell_area_share 0.489 \
    wl_met1_um 7140 \
    tightest_slew_ns 0.848 \
    mostFrequentLayoutCell "clkdlybuf4s50_1" \
    syn_avg_cell_area_um2 8.58 \
    vias 5423 \
    initial_core_util 0.416 \
    wl_um 15100 \
    grt_usage 0.192 \
    cp_slowest_cell "clkdlybuf4s50_1" \
    slowest_delay_ns 0.56 \
    path_buffers 1 \
    ys_cells 745 \
    root_buffer "clkbuf_16" \
    fillers 1334 \
    hold_viol 0 \
    registers.top_by_ff_count "data_in" \
    layout-drive-gt1-share 0.0413 \
    cts_buffer_depth 2 \
    cp-start-kind "primary input" \
    area_leaders "dfxtp_1 (49%), nand2_1 (9.8%), a21oi_1 (6.7%)" \
    grt_pass1_vias 5126 \
    grt-ovfl-total 0 \
    grt_antenna_before_repair 0 \
    worst-endpoint-required_ns 7.09 \
    power.density_mw_per_mm2 224 \
    syn_to_final_growth_pct 39.1 \
    ys_seq_elements 156 \
    edf_count 0 \
    setup_ws_ns 3.76 \
    ios 182 \
    arrival_ns 3.33 \
    cts_resized 0 \
    whs_path_depth 2 \
    warning_count 32 \
    final-seq-area_mm2 0.00313 \
    via_per_inst 4.79 \
    path_class "in2reg" \
    cts_made_buffers 17 \
    yosysTopAreaCell "dfxtp_1" \
    post-dp-hpwl_um 10500 \
    core_area_mm2 0.0154 \
    multiInputGateArea_mm2 0.00304 \
    h-tree-depth 4 \
    ys_async_sr_fraction 0 \
    min_period_ns 3.04 \
    cts_setup_buffers 0 \
    slew_violations 0 \
    setup_tns_ns 0 \
    avgRoutedWirePerCell_um 13.4 \
    grt_start_max_net_pins 71 \
    clock_sink_count 156 \
    fin_skew_ns 0.00599 \
    hp-class "reg2reg" \
    period_used_share 0.447 \
    die_x_um 128 \
    first_pass_iters 4 \
    cp_num_cells 5 \
    hold_buffers 0 \
    crit_family "AND-OR/OR-AND gates" \
    synth.distinct_cells 46 \
    cts_tree "yes" \
    lay_top_cells "clkdlybuf4s50_1 (179), nand2_1 (165), dfxtp_1 (155)" \
    drc 0 \
    critPathCaptureType "flop" \
    clk-insertion-delay-late_ns 0.41 \
    num_antenna_cells 0 \
    routed.top_layer "met4" \
    yosysWarnings 1 \
    synth_chip_area_mm2 0.00639 \
    rr_worst_depth 5 \
    io_buffers 179 \
    chipArea_mm2 0.0165 \
    ys_seq_frac 0.489 \
    gp_congestion 0.819 \
    rsz0062_at_grt "no" \
    wl_met3_um 881 \
    drt_iter0_drc 262 \
    largest_reg_flops 64 \
    ant_nets 0 \
    max-vdd-ir-drop_v 0.000180 \
    clk_pin_slew_ns 0.06 \
    cp_cell_sequence "clkdlybuf4s50_1 > and2_2 > nand4_1 > o31a_1 > o311a_1" \
    synthFlopType "dfxtp_1" \
    num_rows 45 \
    synthesis.area_mm2 0.00639 \
    drv_cap 0 \
    reg_top3 "data_in (64), addr_out (9)" \
    setup_viol 0 \
    relSlewSlack 0.430 \
    netlist_instances 745 \
    dr_wl_met2_um 6940 \
]
[synthesized netlist by cell type (2+ instances only)]
library cell and instances:
and3_1 8, nor4_1 4, xnor2_1 25, nor2_1 67
a211oi_1 13, nand3_1 15, inv_1 18, or3_1 5
xor2_1 34, a21oi_1 86, clkbuf_1 24, mux2i_1 21
nor3_1 16, and2_1 6, a22oi_1 2, dfxtp_1 156
or4b_1 3, or3b_1 2, buf_1 10, o21ai_0 9
buf_6 2, nand4_2 2, nand4_1 12, and4_1 3
nand2_1 166, ha_1 16
[area by class of cell]
class	count	share of cell area
multi-input combinational	533	0.342
sequential	156	0.352
timing repair buffer	183	0.205
inverter	18	0.00760
clock inverter	6	0.00662
tap	211	0.0297
clock buffer	25	0.0570
[tightest hold or removal path: stages, from the launching register on]
cell,delay (ns)
dfxtp_1,0.30
nand2_1,0.05
a21oi_1,0.05
[kinds of logic after synthesis]
group / after synthesis / share of synthesized area
DFF: 156 / 0.489
AOI/OAI and AO/OA: 120 / 0.105
and+or+nand+nor: 315 / 0.220
xor gates and xnor gates: 60 / 0.0834
buffers and inverters: 56 / 0.0360
muxes: 21 / 0.0329
adders and majority gates: 17 / 0.0345
[stage by stage]
| stage | power (mW) | instance area, µm² | hold WS [ns] | util | instances |
|---|---|---|---|---|---|
| after floorplan | 1.03 | 6390 | 0.359 | - | 745 |
| after global routing | 2.07 | 8890 | 0.466 | 0.578 | 1132 |
| after detailed placement | 1.11 | 8320 | 0.447 | 0.541 | 1101 |
| after global placement | 1.11 | 8320 | 0.442 | 0.541 | 1101 |
| final | 1.99 | 8890 | 0.452 | 0.578 | 1132 |
| after CTS | 2.01 | 8890 | 0.454 | 0.578 | 1132 |
[metal layers]
metal / up-vias / track usage
met5: - / 0
met4: 0 / 0.0201
met3: 10 / 0.0563
met2: 108 / 0.292
met1: 2482 / 0.288
li1: 2823 / -
[final timing paths]
path | startpoint | end | slack (ns)
min | data_in[52] | data_in[52] | 0.45
max reg2reg | cnt_row_deep[0] | base_addr[8] | 4.54
max | S_AXIS_TVALID | base_addr[8] | 3.76
min reg2reg | data_in[52] | data_in[52] | 0.45
[report_power, final]
part / switching [mW] / internal [mW] / total (mW)
clock network: 0.345 / 0.551 / 0.896
registers: 0.0166 / 0.932 / 0.948
logic: 0.0582 / 0.0856 / 0.144
total: 0.420 / 1.57 / 1.99
Power figures rest on the tool's default switching activity, not on a simulated workload.
