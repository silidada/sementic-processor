==> flow/design.v <==
`timescale 1ns / 1ps
module weight_write#(
	parameter DATA_WIDTH = 64
)(
	input wire 						clk,
	input wire 						rst,
	input wire 						start,
	input wire [2:0]				layer,
    input  wire         			S_AXIS_TVALID,
	output wire          			S_AXIS_TREADY,
	input  wire[DATA_WIDTH-1: 0]	S_AXIS_TDATA,
	input  wire						S_AXIS_TLAST,
	output reg [7:0]				en_out,
	output reg [11:0]				addr_out,
	output reg [DATA_WIDTH-1: 0]	dout
);
	localparam IDLE   = 3'b001,
			   CONFIG = 3'b010,
			   WORK   = 3'b100;
	reg [2:0]  state_c,state_n;
	reg [2:0]	layer_reg;   
	reg [10:0]	OneBramDataNum;   
	reg [1:0]	TransferTimes;
	reg [10:0]	cnt_data_num;   
	reg [1:0]   cnt_trans_times;
	wire 		add_cnt_data_num, end_cnt_data_num;
	wire        add_cnt_trans_times, end_cnt_trans_times;
	reg 		end_cnt_data_num_d1;
	reg 		pingpong;
	reg [7:0]	bram_idx;
	reg 		s_axis_tready;
	assign		S_AXIS_TREADY = s_axis_tready;
	(* keep = "true" *)
	reg rst_d1;
	always@(posedge clk)begin
		if(rst)begin
			rst_d1 <= 1'b1;
		end
		else begin
			rst_d1 <= 1'b0;
		end
	end
	always@(posedge clk)begin
		if(rst_d1)begin
			state_c <= IDLE;
		end
		else begin
			state_c <= state_n;
		end
	end
	always@(*)begin
		case(state_c)
			IDLE: begin
				if(start)begin
					state_n = CONFIG;
				end
				else begin
					state_n = IDLE;
				end
			end
			CONFIG: begin
				state_n = WORK;
			end
			WORK: begin
				if(end_cnt_trans_times)begin
					state_n = IDLE;
				end
				else begin
					state_n = WORK;
				end
			end
			default: state_n = IDLE;
		endcase
	end
	always@(posedge clk)begin
		if(rst_d1)begin
			layer_reg <= 'd0;
		end
		else if(start&&(state_c==IDLE))begin
			layer_reg <= layer;
		end
	end
	always@(posedge clk)begin
		if(rst_d1)begin
			TransferTimes <= 'd0;
		end
		else if(state_c==CONFIG)begin
			TransferTimes <= 2'd3;
		end
	end
	always@(posedge clk)begin
		if(rst_d1)begin
			OneBramDataNum <= 'd0;
		end
		else if(state_c==CONFIG)begin
			if(layer_reg == 3'd1)begin
				OneBramDataNum <= 11'd63;
			end
			else begin
				OneBramDataNum <= 11'd2047;
			end
		end
	end
	always@(posedge clk)begin
		if(rst_d1)begin
			pingpong <= 1'b0;
		end
		else if(state_c==IDLE)begin
			pingpong <= 1'b0;
		end
		else if(add_cnt_trans_times)begin
			pingpong <= ~pingpong;
		end
	end
	always@(posedge clk)begin
		if(rst_d1)begin
			s_axis_tready <= 1'b0;
		end
		else if(state_c==WORK)begin
			if(end_cnt_data_num)begin
				s_axis_tready <= 1'b0;
			end
			else begin
				s_axis_tready <= 1'b1;
			end
		end
		else begin
			s_axis_tready <= 1'b0;
		end
	end
	always@(posedge clk)begin
		if(rst_d1)begin
			bram_idx <= 8'b0000_0001;
		end
		else if(end_cnt_data_num)begin
			bram_idx <= {bram_idx[6:0], bram_idx[7]};
		end
	end
	always@(posedge clk)begin
		if(rst_d1)begin
			en_out <= 8'd0;
		end
		else if(S_AXIS_TVALID&&s_axis_tready)begin
			en_out <= bram_idx;
		end
		else begin
			en_out <= 8'd0;
		end
	end
	always@(posedge clk)begin
		if(rst_d1)begin
			addr_out <= 12'd0;
		end
		else if(state_c==IDLE)begin
			addr_out <= 12'd0;
		end
		else begin
			if(end_cnt_data_num_d1)begin
				case(pingpong)
					1'b0: addr_out <= 12'd0;
					1'b1: addr_out <= 12'd2048;
					default: addr_out <= 12'd0;
				endcase
			end
			else if(en_out)begin
				addr_out <= addr_out + 1'b1;
			end
		end
	end
	always@(posedge clk)begin
		if(rst_d1)begin
			dout <= 'd0;
		end
		else if(S_AXIS_TVALID&&s_axis_tready)begin
			dout <= S_AXIS_TDATA;
		end
	end
	always@(posedge clk)begin
		if(rst_d1)begin
			cnt_data_num <= 'd0;
		end
		else begin
			if(end_cnt_data_num)begin
				cnt_data_num <= 'd0;
			end
			else if(add_cnt_data_num)begin
				cnt_data_num <= cnt_data_num + 1'b1;
			end
		end
	end
	assign add_cnt_data_num = S_AXIS_TVALID&&s_axis_tready;
	assign end_cnt_data_num = (cnt_data_num==OneBramDataNum)&&add_cnt_data_num;
	always@(posedge clk)begin
		if(end_cnt_data_num)begin
			end_cnt_data_num_d1 <= 1'b1;
		end
		else begin
			end_cnt_data_num_d1 <= 1'b0;
		end
	end
	always@(posedge clk)begin
		if(rst_d1)begin
			cnt_trans_times <= 'd0;
		end
		else begin
			if(end_cnt_trans_times)begin
				cnt_trans_times <= 'd0;
			end
			else if(add_cnt_trans_times)begin
				cnt_trans_times <= cnt_trans_times + 1'b1;
			end
		end
	end
	assign add_cnt_trans_times = S_AXIS_TLAST&&S_AXIS_TVALID&&s_axis_tready;
	assign end_cnt_trans_times = (cnt_trans_times==TransferTimes)&&add_cnt_trans_times;
endmodule
==> flow/run.sh <==
#!/bin/bash
# OpenROAD 26Q1-2900-gdf79404cd8, Yosys 0.63+post, stock flow scripts
make -C /OpenROAD-flow-scripts/flow DESIGN_CONFIG=/design/flow/config.mk WORK_HOME=/design/flow/orfs finish
==> flow/config.mk <==
export PLATFORM = sky130hd
export DESIGN_NAME = weight_write
export DESIGN_NICKNAME = weight_write
export VERILOG_FILES = /design/flow/design.v
export SDC_FILE = /design/flow/constraint.sdc
export NUM_CORES = 4
export LEC_CHECK = 1
export CORE_UTILIZATION = 40
==> flow/constraint.sdc <==
current_design weight_write

set clk_period 6.6
set clk_io_pct 0.2

create_clock -name clk0 -period $clk_period [get_ports {clk}]

set non_clock_inputs [all_inputs -no_clocks]
set_input_delay [expr $clk_period * $clk_io_pct] -clock clk0 $non_clock_inputs
set_output_delay [expr $clk_period * $clk_io_pct] -clock clk0 [all_outputs]
==> impl_metrics.yaml <==
# yosys + openroad results
pwr:
  ir_worst_vdd_uv: 147
  p_leak_nw: 2.28
  p_per_area_nw_per_um2: 268
setup_path:
  cp_data_arrival_time_ps: 3340
  cp.required_ps: 7020
  critPathMaxStageDelay_ps: 510
  startpoint_type: "input port"
  crit_chain: "clkdlybuf4s50_1 > and2_2 > buf_4 > nand2_1 > xor2_1 > nor3_1"
  slowest_stage: "clkdlybuf4s50_1"
  end_kind: "flop"
  critPathMaxFanout: 46
  path_class: "in2reg"
timing:
  slew_headroom_pct: 45.9
  tightest_slew_ps: 811
  maxSlewViolCount: 0
  rsz0062_at_grt: "no"
  skew_ps: 4.29
  hold_viol: 0
  fin_ws_ps: 3680
  timing.fmax_ghz: 0.342
  finalSetupTns_ps: 0
  setup_viol: 0
  period_minus_slack_ps: 2920
  hold_ws_ps: 450
  period_used_pct: 44.3
clocking:
  cts_sinks: 117
  h-tree-depth: 4
  root_buffer: "clkbuf_8"
  clk_latency_ps: 510
  cts.clk_slew.worst_paths_ps: 60
  cts_made_buffers: 17
  postCtsSetupBuffers: 0
  cts.path.max_buffers: 2
  cts_resized: 0
  cts_tree: "built"
  hold_buffers: 0
floorplan:
  chip_area_um2: 11300
  die.size.y_um: 106
  rows: 37
  dieWidth_um: 106
  ioPinCount: 157
  core_area_um2: 10400
  fp_util_pct: 41.6
synthesis:
  async_flop_share_pct: 0
  ys_cells: 513
  avgSynthCellArea_um2: 8.45
  edf_count: 0
  top_area_share_pct: 54.0
  synthDistinctLibCells: 38
  ys_warn_count: 1
  ys_seq_share_pct: 54.0
  ys_area_um2: 4340
  ff_type: "dfxtp_1"
  ys.flops: 117
  topCellsByArea: "dfxtp_1 (54%), nand2_1 (12%), a21oi_1 (8.7%), xnor2_1 (2.6%), clkbuf_1 (2.2%)"
  netlist_instances: 513
  mappedNetlistArea_um2: 4340
  top_area_cell: "dfxtp_1"
flow_run:
  warnings: 26
  maxCapViolations: 0
placed_design:
  dp_hpwl_um: 7320
  port_buffers: 156
  routabilityCongestion: 0.787
  place_worst_setup_slack_ps: 3150
grt:
  antenna_found_initial: 0
  grt_pass1_vias: 3830
  grt_overflow: 0
  grt_pass1_wl_um: 17900
  grt_max_degree: 70
  grt_util_all_layers_pct: 20.3
route:
  routed_via_density: 4.93
  wl_per_cell_um: 13.5
  drc: 0
  vias: 4004
  drt_iter0_drc: 224
  dr.pass1.iters: 4
  ant_nets: 0
  insertedDiodeCount: 0
  wl_um: 10900
finish:
  largest_reg_flops: 64
  regMostFlops: "dout"
  layout_top_cells: "clkdlybuf4s50_1 (156), nand2_1 (142), dfxtp_1 (116)"
  lay_top_count: "clkdlybuf4s50_1"
  top_regs: "dout: 64 flops, addr_out: 12 flops, cnt_data_num: 11 flops"
  drive_above_1_share_pct: 6.21
  area_growth_syn_to_layout_pct: 52.5
hold_path:
  min_path_type: "reg2reg"
outcome:
  status: "finished, final reports clean"
[worst max-delay path, delay by kind of cell]
family | cells | cell delay (ps)
buffers and inverters | 2 | 1020
AND/OR/NAND/NOR | 3 | 800
XOR/XNOR | 1 | 170
[report_power, final]
part / switching, W / internal (W)
registers: 0.0000109 / 0.000718
logic: 0.0000300 / 0.0000577
clock network: 0.000308 / 0.000651
[layout make-up]
cell class	instances	area (um2)
clock buffers	23	477
inverters	7	26.3
flip-flops and latches	117	2350
fillers	876	3800
well taps	136	170
multi-input cells	359	1850
clock inverters	9	148
repair buffers	161	1600
[final timing paths]
path                        start                  to  slack, ps  cells past startpoint
hold reg to reg          dout[12]            dout[12]        450                      2
setup / recovery    S_AXIS_TVALID  cnt_trans_times[0]       3680                      6
setup reg to reg  cnt_data_num[0]         bram_idx[7]       4480                      4
hold / removal           dout[12]            dout[12]        450                      2
[Yosys cell counts, types with 8 or more instances]
cell type / number
and2_1: 9
mux2i_1: 9
dfxtp_1: 117
nand3_1: 14
nand2b_1: 8
xnor2_1: 13
clkbuf_1: 25
nor2_1: 21
a21oi_1: 75
nand2_1: 143
nor3_1: 18
[per-stage QoR]
| step | total power (W) | instance area (um2) | util [%] | std cells |
|---|---|---|---|---|
| 2_1_floorplan | 0.000768 | 4340 | - | 513 |
| 3_3_place_gp | 0.000831 | 5990 | 57.5 | 780 |
| 3_5_place_dp | 0.000831 | 5990 | 57.5 | 780 |
| 4_1_cts | 0.00179 | 6620 | 63.5 | 812 |
| 5_1_grt | 0.00184 | 6620 | 63.5 | 812 |
| 6_report | 0.00177 | 6620 | 63.5 | 812 |
[kinds of logic after synthesis]
logic type               count (synthesis)  synth area share, %
buffers and inverters                   37                 3.43
AND-OR/OR-AND                           89                 11.2
XOR/XNOR                                19                 3.84
AND/OR/NAND/NOR                        240                 24.8
multiplexers                             9                 2.08
adder cells (fa/ha/maj)                  2                0.577
flip-flops                             117                 54.0
[routing by layer]
| layer | GRT usage [%] | vias up | wire length [um] |
|---|---|---|---|
| met1 | 28.3 | 1829 | 4750 |
| met2 | 30.2 | 130 | 4950 |
| met5 | 0 | - | 0 |
| li1 | - | 2037 | - |
| met3 | 9.88 | 8 | 1120 |
| met4 | 2.58 | 0 | 122 |
Power is estimated from default activity; no workload was simulated.
